**flow/run.sh**
```bash
#!/bin/bash
# OpenROAD 26Q1-2900-gdf79404cd8, Yosys 0.63+post, stock flow scripts
make -C /OpenROAD-flow-scripts/flow DESIGN_CONFIG=/design/flow/config.mk WORK_HOME=/design/flow/orfs finish
```
**flow/config.mk**
```make
export PLATFORM = sky130hd
export DESIGN_NAME = user_io
export DESIGN_NICKNAME = user_io
export VERILOG_FILES = /design/flow/design.v
export SDC_FILE = /design/flow/constraint.sdc
export NUM_CORES = 4
export LEC_CHECK = 1
export CORE_UTILIZATION = 50
```
**flow/constraint.sdc**
```tcl
current_design user_io

set clk_period 2.8
set clk_io_pct 0.2

create_clock -name clk0 -period $clk_period [get_ports {SPI_CLK}]

set non_clock_inputs [all_inputs -no_clocks]
set_input_delay [expr $clk_period * $clk_io_pct] -clock clk0 $non_clock_inputs
set_output_delay [expr $clk_period * $clk_io_pct] -clock clk0 [all_outputs]
```
**flow/design.v**
```verilog
module user_io( 
	   input      SPI_CLK,
	   input      SPI_SS_IO,
	   output     reg SPI_MISO,
	   input      SPI_MOSI,
	   input [7:0] CORE_TYPE,
		output [5:0] JOY0,
		output [5:0] JOY1,
		output [2:0] MOUSE_BUTTONS,
		output       KBD_MOUSE_STROBE,
		output [1:0] KBD_MOUSE_TYPE,
		output [7:0] KBD_MOUSE_DATA,
		output [1:0] BUTTONS,
		output [1:0] SWITCHES,
		output [15:0] MOUSE_DATA
	   );
   reg [6:0]         sbuf;
   reg [7:0]         cmd;
   reg [5:0] 	      cnt;
   reg [5:0]         joystick0;
   reg [5:0]         joystick1;
   reg [3:0] 	      but_sw;
	reg               kbd_mouse_strobe;
   reg [1:0]         kbd_mouse_type;
   reg [7:0]         kbd_mouse_data;
   reg [2:0]         mouse_buttons = 3'b000;
	reg [7:0]		   mousex = 0;
	reg [7:0]		   mousey = 0;
	assign JOY0 = joystick0;
	assign JOY1 = joystick1;
	assign KBD_MOUSE_DATA = kbd_mouse_data;  
	assign KBD_MOUSE_TYPE = kbd_mouse_type;  
	assign KBD_MOUSE_STROBE = kbd_mouse_strobe;  
	assign MOUSE_BUTTONS = mouse_buttons;  
	assign BUTTONS = but_sw[1:0];
	assign SWITCHES = but_sw[3:2];
   always@(negedge SPI_CLK) begin
      if(cnt < 8)
		  SPI_MISO <= CORE_TYPE[7-cnt];
	end
   always@(posedge SPI_CLK or posedge SPI_SS_IO) begin
		if(SPI_SS_IO == 1) begin
        cnt <= 0;
		end else begin
			sbuf[6:1] <= sbuf[5:0];
			sbuf[0] <= SPI_MOSI;
			cnt <= cnt + 1;
	      if(cnt == 7) begin
			   cmd[7:1] <= sbuf; 
				cmd[0] <= SPI_MOSI;
		   end	
	      if(cnt == 8) begin
				if(cmd == 4)
				  kbd_mouse_type <= 2'b00;   
				else if(cmd == 5)
				  kbd_mouse_type <= 2'b10;   
		 		else if(cmd == 6)
				  kbd_mouse_type <= 2'b11;   
		   end
	      kbd_mouse_strobe <= 0;
	      if(cnt == 15) begin
			   if(cmd == 1) begin
					 but_sw[3:1] <= sbuf[2:0]; 
					 but_sw[0] <= SPI_MOSI; 
				end
			   if(cmd == 2) begin
					 joystick0[5:1] <= sbuf[4:0]; 
					 joystick0[0] <= SPI_MOSI; 
				end
			   if(cmd == 3) begin
					 joystick1[5:1] <= sbuf[4:0]; 
					 joystick1[0] <= SPI_MOSI; 
			   end
			   if((cmd == 4)||(cmd == 5)||(cmd == 6)) begin
					 mousex <= {sbuf[6:0], SPI_MOSI};
				end
			end	
			if(cmd == 4) begin
				if(cnt == 23) begin
					 mousey <= {sbuf[6:0], SPI_MOSI}; 
				end
				if(cnt == 31) begin
					 mouse_buttons[2:1] <= sbuf[1:0]; 
					 mouse_buttons[0] <= SPI_MOSI; 
				end
			end
		end
	end
assign MOUSE_DATA = {mousey, mousex};
endmodule
```
==> flow_summary.yaml <==
# synthesis and place-and-route metrics
outcome:
  run_status: "finished, final reports clean"
setup_path:
  path_max_fanout: 1
  criticalPathCategory: "flop to primary output"
  cp_cell_sequence: "buf_2"
  cp-start-kind: "flop"
  cp_top_family: "flip-flops"
  cp_num_buf_inv: 1
  slowest_stage: "edfxtp_1"
  crit_arrival_ns: 2.24
  endpoint_kind: "primary output"
  critPathMaxStageDelay_ns: 0.35
  required_ns: 2.24
sta:
  maxSlewHeadroom_pct: 65.4
  tightest_slew_ns: 0.518
  slew_violations: 0
  setup-violations-final: 0
  hold_violations: 0
  clock_skew_ns: 0.0361
  rsz0062_at_grt: "yes"
cells_and_area:
  drive_above_1_share_pct: 17.6
  final_cells: 237
  seqCellArea_um2: 1740
  fillers: 252
  comb_area_um2: 383
  final_util_pct: 71.7
  syn_to_final_growth_pct: 33.9
placed_design:
  place_hpwl_mm: 2.36
  placed_cells: 221
  gp_congestion: 0.817
  numPortBuffers: 48
synth:
  top_area_share_pct: 72.8
  yosysWarnings: 9
  yosysUniqueCellTypes: 29
  ys_area_um2: 2190
  ys_ff: 59
  syn_inst: 119
  syn_area_per_cell_um2: 18.4
  yosysCellCount: 119
  yosys.stat.seqShare_pct: 79.6
  synthArstFlopShare_pct: 10.2
  syn-cell-area_um2: 2190
  flop_cell: "edfxtp_1"
  topCellsByArea: "edfxtp_1, dfrtp_1, buf_4"
  edf_count: 53
  top_area_cell: "edfxtp_1"
clock_network:
  path_clk_slew_ns: 0.06
  clock.latency.late_pin_ns: 0.36
  clockBufferDepth: 2
  cts_root_buf: "clkbuf_8"
  clock-sinks: 59
  cts_buffers: 9
  h-tree-depth: 3
  hold_buffers: 0
  cts_tree: "built"
floorplanning:
  floorplan.core_util_pct: 53.5
  core-area_um2: 4090
  die_area_um2: 4640
  fp.dieH_um: 68.1
  die_w_um: 68.1
  core.rowCount: 23
  ios: 58
route:
  antenna_cells: 0
  drcViolationCount: 0
  drtPass1Iterations: 2
  wl_per_cell_um: 14.6
  vias: 1166
  drtIter0Drc: 53
  detail-route-antenna-nets: 0
  vias_per_cell: 4.92
  wl_mm: 3.46
pwr:
  p_sw_mw: 0.344
  p_seq_share_pct: 56.5
  p_leak_nw: 1.03
  finalPower_mw: 1.73
  ir_drop_uv: 385
  cellPowerDensity_nw_per_um2: 591
  pwr-share-clk_pct: 42.4
  internal_power_mw: 1.39
  pwr-share-comb_pct: 1.1
  p_sw_share_pct: 19.9
flow_run:
  log.warning_count: 31
  drv_cap: 0
grt:
  grt_max_degree: 14
  grt_pass1_vias: 1119
  antenna_found_initial: 0
  gr-total-overflow: 0
  groute.usage.overall_pct: 18.0
  grt_pass1_wl_mm: 5.37
hold_path:
  hp-class: "flop to flop"
-- synth_stat cells, drive strengths merged, types with 3 or more instances --
cell and count:
buf 9, dfrtp 6, edfxtp 53, ha 4
inv 9, nand2 4, nor2 3, nor3 4
nor4 3, xnor2 3
-- worst paths after layout --
kind                       startpoint        end  slack (ns)  cells past startpoint
min in group asynchronous   SPI_SS_IO     cnt[2]        0.64                      2
max in group asynchronous   SPI_SS_IO     cnt[1]        1.78                      2
min                           sbuf[6]  mousey[7]        0.49                      0
max                          SPI_MISO   SPI_MISO       0.005                      1
min reg2reg                   sbuf[6]  mousey[7]        0.49                      0
max reg2reg                    cnt[4]   SPI_MISO        0.06                      4
-- sequential cells by signal (all words and copies together) (netlist names) --
name,count
SPI_MISO,1
but_sw,4
mouse_buttons,3
sbuf,7
kbd_mouse_type,2
cmd,8
mousex,8
joystick0,6
joystick1,6
cnt,6
mousey,8
-- power groups by stage --
stage	sequential [mW]	clock [mW]	combinational [mW]
CTS	0.979	0.753	0.0201
global route	0.980	0.789	0.0220
finish	0.979	0.734	0.0195
-- per-layer routing --
layer  share of wire, %  up-vias  track usage, %
met4                1.2        0            3.39
met2                 47       61            25.7
met5                  0        -               0
met1                 42      544            27.5
met3                9.5        5            9.80
li1                   -      556               -
-- metrics by stage --
stage | TNS (ns) | instance area, µm² | hold slack [ns] | setup WS (ns)
final | 0 | 2930 | 0.491 | 0.00455
after global routing | -0.0438 | 2930 | 0.510 | -0.0301
after CTS | -0.00820 | 2930 | 0.487 | -0.00820
after detailed placement | -0.446 | 2730 | 0.474 | -0.446
after global placement | -0.426 | 2730 | 0.463 | -0.426
after floorplan | 0 | 2220 | 0.432 | 0.000572
-- cell usage in the layout (no fill, tap or decap), drive strengths merged --
| cell type | instances |
|---|---|
| and4 | 1 |
| nor4 | 3 |
| nand3b | 1 |
| dfrtp | 6 |
| clkdlybuf4s50 | 42 |
| and3b | 1 |
| clkinvlp | 1 |
| or4 | 1 |
| and3 | 2 |
| nor2b | 1 |
| edfxtp | 53 |
| mux2i | 2 |
| xnor2 | 3 |
| conb | 9 |
| clkbuf | 9 |
| bufinv | 1 |
| nor4b | 1 |
| buf | 7 |
| ha | 4 |
| a311oi | 1 |
| a311o | 1 |
| nor2 | 3 |
| xor2 | 1 |
| dlygate4sd2 | 5 |
| clkinv | 5 |
| nand3 | 1 |
| nand2b | 1 |
| nand4b | 1 |
| nor3 | 4 |
| mux4 | 1 |
| or3 | 2 |
| nand2 | 4 |
| inv | 9 |
-- layout make-up --
cell class              instances  share of cell area (%)
well taps                      50                    2.14
flip-flops and latches         59                    59.5
clock inverters                 8                    2.48
repair buffers                 54                    17.6
clock buffers                   9                    4.23
multi-input cells              49                    13.1
inverters                       8                    1.03
-- cells by family after synthesis --
kind of cell | Yosys count | share of synthesized area [%]
adder cells (fa/ha/maj) | 4 | 2.29
buffers and inverters | 19 | 4.80
flip-flops | 59 | 79.6
XOR/XNOR | 4 | 1.60
other | 1 | 0.171
multiplexers | 3 | 1.95
AND/OR/NAND/NOR | 27 | 8.70
AND-OR/OR-AND | 2 | 0.858
-- timing repair --
action,in CTS,in global routing
setup buffers,0,0
resized,9,1
endpoints found under the setup margin,2,2
pin swaps,3,1
Power and IR drop assume default switching activity.
