--- flow/run.sh ---
#!/bin/bash
# OpenROAD 26Q1-2900-gdf79404cd8, Yosys 0.63+post, stock flow scripts
make -C /OpenROAD-flow-scripts/flow DESIGN_CONFIG=/design/flow/config.mk WORK_HOME=/design/flow/orfs finish
--- flow/config.mk ---
export PLATFORM = sky130hd
export DESIGN_NAME = main_top
export DESIGN_NICKNAME = main_top
export VERILOG_FILES = /design/flow/design.v
export SDC_FILE = /design/flow/constraint.sdc
export NUM_CORES = 4
export LEC_CHECK = 1
export CORE_AREA = 10 10 77 77
export DIE_AREA = 0 0 87 87
--- flow/constraint.sdc ---
current_design main_top

set clk_period 1.2
set clk_io_pct 0.2

create_clock -name clk0 -period $clk_period [get_ports {CLKCPU_A}]

set non_clock_inputs [all_inputs -no_clocks]
set_input_delay [expr $clk_period * $clk_io_pct] -clock clk0 $non_clock_inputs
set_output_delay [expr $clk_period * $clk_io_pct] -clock clk0 [all_outputs]
--- flow/design.v ---
`timescale 1ns / 1ps
module main_top(
    input CLKCPU_A, 
    input AS20, 
    input DS20, 
    input RW, 
    input [23:0] A,
    inout [31:24] D,
    output [1:0] DSACK,
    input PUNT_IN, 
    output PUNT_OUT,
	 output INTSIG1,  
	 output INTSIG2,  
	 output INTSIG3,  
	 output INTSIG4,  
	 output INTSIG5,  
	 input INTSIG6,  
	 input INTSIG7,  
	 output INTSIG8,  
    input SPI_CK,    
    input SPI_MOSI,  
    output SPI_MISO  
);
wire rtc_decode = A[23:8] == 16'b1101_1100_0000_0000;  
wire clockport = A[23:16] ==  16'b1101_1000;   
wire JOYDATA = A[23:3] == {20'hDFF00, 1'b1};
wire JOYTEST = A[23:1] == {23'hDFF03, 3'b011};  
wire POTGOR_decode = A[23:1] == {20'hDFF01, 3'b011};  
wire POTGO_decode = A[23:1] == {20'hDFF03, 3'b010};   
wire CIAAPRA_decode = A[23:8] == {20'hBFE0};  
wire CIAADRA_decode = A[23:0] == {24'hBFE201};  
wire Direct_Access = A[23:1] == {23'hBA000, 3'b011};  
wire enable = INTSIG6 == 1'b1;		 
wire punt_int = clockport | rtc_decode | Direct_Access |( (JOYDATA|JOYTEST|POTGOR_decode|POTGO_decode|CIAAPRA_decode|CIAADRA_decode)&enable );
reg rtc_int;
reg da_int;
reg joy_int;
reg button_int;
reg clockport_int;
reg[1:0] intsig_int;
reg punt_ok;
reg[1:0] ack;
reg actual_acknowledge = 0;
always @(posedge CLKCPU_A) begin 
	punt_ok <= PUNT_IN & punt_int;
	if (AS20 == 1'b0) begin
		da_int <= PUNT_IN & Direct_Access;
		rtc_int <= PUNT_IN & rtc_decode;
		joy_int <= PUNT_IN & (JOYDATA|CIAADRA_decode);
		button_int <= PUNT_IN & (POTGOR_decode|POTGO_decode|CIAAPRA_decode|JOYTEST);
		clockport_int <= PUNT_IN & clockport;
	end else begin 
		da_int <= 1'b0;
		rtc_int <= 1'b0;
		joy_int <= 1'b0;
		button_int <= 1'b0;
		clockport_int <= 1'b0;
	end
	actual_acknowledge <= ack == 2'b01;  
   ack <= {ack[0], INTSIG7};
end
always @(posedge CLKCPU_A or posedge AS20) begin 
	if (AS20 == 1'b1) begin 
		intsig_int <= 2'b11;
	end else begin 
			if ( actual_acknowledge ) begin
				intsig_int <= 2'b10;
			end else begin
				intsig_int <= 2'b11; 
			end	
	end
end 
assign PUNT_OUT = PUNT_IN ? ( punt_int ? 1'b0 : 1'bz) : 1'b0;
assign INTSIG1 = rtc_int;
assign INTSIG2 = button_int&enable;
assign INTSIG8 = da_int | (joy_int&enable);  
assign INTSIG4 = clockport_int; 
assign DSACK = punt_ok?intsig_int:2'bzz ;
assign INTSIG3 = A[3];
assign INTSIG5 = A[5];
endmodule
==> deck_impl_summary.md <==
Implementation Results

Run
  – Maxcap violations: 0
  – Log Warnings: 40

Clock tree
  – TritonCTS clock tree: built
  – Clock latency at the later pin of the worst-skew pair: 0.22 ns
  – Clock slew at reported path FFs: 0.04 ns
  – Htree depth: 1
  – Clock root cell: clkbuf_8
  – TritonCTS Buffers: 3
  – Worst-case clock buffer depth: 2
  – # clock sinks: 9
  – # hold bufs at CTS: 0

Final timing
  – FMAX: 748 MHz
  – Fin Clk Skew: 0.000113 ns
  – Final Hold Viols: 0
  – Final tally of setup violations: 1
  – Fin. max-slew vios: 0
  – Unrepaired setup endpoints after global routing: true
  – Hold WS: 0.208 ns
  – Final Cycle Share: 111%
  – Final min period: 1.34 ns
  – Worst setup margin: -0.137 ns
  – Endpoints left unconstrained: 8

Synth
  – Largest area contributor in the netlist: dfxtp_1
  – Post-synth EDFFs: 0
  – # Cells Yosys: 53
  – Cell with the most instances after synthesis: dfxtp_1
  – Ys Warns: 4
  – Syn Inst Count: 53
  – Netlist cell types: 26
  – Top cells, area: dfxtp_1 34%, buf_4 7.9%, nor3_1 6.3%
  – Async S/R FF share, synth: 11.1%
  – Synth Seq Share: 39.3%
  – Top_reg_cell synth: dfxtp_1
  – Seq cells post-synth: 9
  – Synth top cells by count: 8 x dfxtp_1, 6 x nor3_1, 5 x buf_4, 5 x nand2_1, 4 x nor4_1
  – Area leader share: 33.8%
  – Mean Syn Cell Area: 8.95 um2
  – Synthesized cell area: 474 um2
  – Yosys stat area: 474 um2

Routing
  – Residual DRC count: 0
  – Final ANT Viol Nets: 0
  – 1st-pass router iterations: 3
  – DR WL/cell: 11.0 um
  – Via density: 3.72
  – Initial drt markers: 15
  – N_diodes: 0
  – Routed Wire Length: 1.72 mm
  – Vias: 584

Floorplanning
  – Core Footprint: 4350 um2
  – Die area: 7570 um2
  – Fp_density: 10.9%
  – IO Count: 51
  – Die x size: 87 um
  – Rows: 24
  – Die Ht: 87 um

GRT
  – First-pass GRT wire length: 2.86 mm
  – Vias in the first global route: 652
  – GRT Util Overall: 4.45%
  – Largest net degree at the start of global routing: 6
  – Global route overflow: 0
  – Initial antenna violation count: 0

Worst setup path
  – Worst endpoint required time: 1.35 ns
  – RR Startpoint: ack[0]
  – CP max stage delay: 0.53 ns
  – Startpoint Class: input pin
  – CP endpoint kind: flop
  – CP Launch Point: A[11]
  – Largest fanout on the critical path: 2
  – Critical path data arrival time: 1.48 ns
  – Crit path kind: input pin to flop
  – Crit-path slowest cell: or4b_4
  – Worst Path Buf+Inv: 1
  – Worst path cell trace: buf_6 -> or4b_4 -> nor4_4 -> o2111ai_1 -> a211oi_2
  – CP delay by family, top: simple AND/OR/NAND/NOR gates

Placed design
  – Routability Congestion: 0.839
  – Dpl hpwl: 1.46 mm
  – I/O Buffers: 35

Pwr
  – Lkg Pwr: 0.000460 uW
  – Pwr Total: 820 uW
  – Power Density: 757 nW/um2
  – Max VDD drop: 268 uV

Run status
  – Run status: complete, but fails checks
  – Failing checks: negative setup slack

Layout
  – Area delta synth->final: 128%
  – Fraction of layout cells with a size suffix above 1: 43.8%

Worst hold path
  – Worst Hold Class: input pin to async pin
sequential cells by signal (all words and copies together), names as in the netlist:
signal and flops:
joy_int 1, intsig_int 1, actual_acknowledge 1, da_int 1
rtc_int 1, button_int 1, clockport_int 1, ack 2
cells by family (layout without fill, tap and decap cells):
family / count (synthesis) / in the layout / synth area share, %
simple gates: 31 / 31 / 41.7
compound gates: 4 / 4 / 7.92
flops: 9 / 9 / 39.3
buf+inv: 7 / 58 / 9.50
other cells: 2 / 3 / 1.58
routing by layer:
metal  wire (um)  global-route usage (%)  vias up
met5           0                       0        -
met1         694                    5.29      267
li1            -                       -      295
met4          17                   0.884        0
met3         152                    1.04        2
met2         860                    7.93       20
cell usage in the layout (no fill, tap or decap), drive strengths merged, types with 2 or more instances in the layout:
master | synthesis | layout
clkbuf | 0 | 4
nor4 | 5 | 5
inv | 2 | 2
nor3 | 6 | 6
clkdlybuf4s15 | 0 | 6
dlygate4sd2 | 0 | 15
buf | 5 | 24
clkdlybuf4s50 | 0 | 7
dfxtp | 8 | 8
or4b | 3 | 3
nand4b | 2 | 2
nand2 | 5 | 5
conb | 2 | 3
what timing repair did:
| action | 4_1_cts | 5_1_grt |
|---|---|---|
| setup endpoints to repair | 12 | 5 |
| setup buffers | 4 | 0 |
| gates resized | 72 | 3 |
| pin swaps | 19 | 5 |
tightest hold or removal path: stages:
cell             delay [ns]
clkdlybuf4s15_1        0.17
inv_2                  0.07
buf_4                  0.10
path summary, 6_finish.rpt:
| kind | slack (ns) | to | depth (start not counted) |
|---|---|---|---|
| worst max-delay path | -0.14 | button_int | 5 |
| worst min-delay path | 0.21 | intsig_int[0] | 3 |
| worst max register to register | 0.68 | actual_acknowledge | 1 |
| worst min register to register | 0.33 | intsig_int[0] | 1 |
| max in group asynchronous | 0.97 | intsig_int[0] | 3 |
| min in group clk0 | 0.33 | intsig_int[0] | 1 |
through the flow:
| stage | instance area, um2 | TNS [ns] | setup WS (ns) | std cells | util, % |
|---|---|---|---|---|---|
| after global placement | 960 | -3.83 | -0.623 | 149 | 22.0 |
| after CTS | 1070 | -0.186 | -0.144 | 157 | 24.6 |
| after floorplan | 484 | -0.139 | -0.139 | 54 | - |
| final | 1080 | -0.137 | -0.137 | 157 | 24.9 |
| after global routing | 1080 | -0.234 | -0.197 | 157 | 24.9 |
| after detailed placement | 960 | -3.79 | -0.635 | 149 | 22.0 |
power breakdown:
| group | leakage, uW | internal, uW | switching, uW |
|---|---|---|---|
| Clock | 0.0000228 | 230 | 98.6 |
| Sequential | 0.0000760 | 309 | 1.67 |
| Combinational | 0.000361 | 116 | 64.1 |
area by class of cell:
class / count / area, um2
clock buffers: 4 / 45.0
well taps: 52 / 65.1
inverters: 2 / 7.51
repair buffers: 52 / 448
multi-input cells: 38 / 330
fillers: 444 / 3270
flip-flops and latches: 9 / 186
Power is estimated from default activity; no workload was simulated.
